File: flow/design.v
module ALU (result, zero_flag, source_A, source_B, ALU_ctrl_signal);
output [31: 0] result;
output zero_flag;
input [31: 0] source_A, source_B;
input [3: 0] ALU_ctrl_signal;  
parameter add = 2;
parameter sub = 6;
parameter and_op = 0;
parameter or_op = 1;
parameter compare = 7;
parameter xor_op = 4;
parameter nand_op = 5;
parameter xnor_op = 8;
assign zero_flag = (result == 0);
assign result = (ALU_ctrl_signal == 0)? (source_A & source_B) : 32'dz;  
assign result = (ALU_ctrl_signal == 1)? (source_A | source_B) : 32'dz;  
assign result = (ALU_ctrl_signal == 2)? (source_A + source_B) : 32'dz;  
assign result = (ALU_ctrl_signal == 4)? (source_A ^ source_B) : 32'dz;  
assign result = (ALU_ctrl_signal == 5)? (~(source_A & source_B)) : 32'dz;  
assign result = (ALU_ctrl_signal == 6)? (source_A - source_B) : 32'dz;  
assign result = (ALU_ctrl_signal == 7)? ((source_A > source_B)? 32'd1 : 32'd0) : 32'dz;  
assign result = (ALU_ctrl_signal == 8)? (~(source_A ^ source_B)) : 32'dz;  
endmodule
File: flow/run.sh
#!/bin/bash
# OpenROAD 26Q1-2900-gdf79404cd8, Yosys 0.63+post, stock flow scripts
make -C /OpenROAD-flow-scripts/flow DESIGN_CONFIG=/design/flow/config.mk WORK_HOME=/design/flow/orfs finish
File: flow/config.mk
export PLATFORM = sky130hd
export DESIGN_NAME = ALU
export DESIGN_NICKNAME = ALU
export VERILOG_FILES = /design/flow/design.v
export SDC_FILE = /design/flow/constraint.sdc
export NUM_CORES = 4
export LEC_CHECK = 1
export CORE_AREA = 10 10 74 74
export DIE_AREA = 0 0 84 84
File: flow/constraint.sdc
current_design ALU

set clk_period 3.3
set clk_io_pct 0.2

create_clock -name clk0 -period $clk_period

set non_clock_inputs [all_inputs -no_clocks]
set_input_delay [expr $clk_period * $clk_io_pct] -clock clk0 $non_clock_inputs
set_output_delay [expr $clk_period * $clk_io_pct] -clock clk0 [all_outputs]
==> metrics.log <==
[flow] summary of implementation run
[metrics] first-pass GRT wire length: between 4000 and 5000 um
[metrics] Top Ports: 101
[metrics] area growth from synthesis to final layout: 69.64%
[metrics] chip width: 84 um
[metrics] leakage: 0.9423 nW
[metrics] remaining number of nets flagged by the antenna check after routing: 0
[metrics] final hold violation count: 0
[metrics] cell taking the most area after synthesis: ha_1
[metrics] data required time at the worst endpoint: 2.64 ns
[metrics] post-route worst hold slack: a little under 2 ns
[metrics] cells along the critical path: clkdlybuf4s50_1 > inv_1 > ha_1 > nand4_1 > buf_4 > a2111o_1 > a31oi_1 > o21ai_1 > clkbuf_2
[metrics] final worst path period need: 3.149 ns
[metrics] Top-area cell share: 38.10%
[metrics] count of hold buffers inserted by post-cts repair: 0
[metrics] Post-Syn Area per Cell: just over 7 um^2
[metrics] leading cell type by number of instances after synthesis: inv_1
[metrics] logic depth of the worst setup path including buffers: 9
[metrics] Routed wire per std cell: 11.05 um
[metrics] peak supply drop: approximately 0.045 mV
[metrics] placement-stage cell area: ~1700 um^2
[metrics] Worst Hold Class: in -> out
[metrics] final routed DRC violation total: 0
[metrics] Yosys Chip Area: 1051 um^2
[metrics] total power per unit cell area: 104.3 nW/um^2
[metrics] signal arrival time at the worst endpoint: 2.49 ns
[metrics] final antenna diode count: 0
[metrics] core area: 3971 um^2
[metrics] met3 Usage GRT: about 1.9%
[metrics] category of the worst setup path launch point: primary input
[metrics] GRT Util Overall: about 7.7%
[metrics] Fillers: 429
[metrics] sequential element share of the synthesized area: 0%
[metrics] cells in synth_stat.txt: between 100 and 150
[metrics] total count of max-transition violations in the final report: 0
[metrics] Cell Count, Final, Fillers Out: 273
[metrics] number of warnings the tools reported: 36
[metrics] number of distinct library cells after synthesis: 21
[metrics] hpwl dp: 2901 um
[metrics] share of final-layout standard cells stronger than drive strength 1: 9.865%
[metrics] antenna violations before repair: 0
[metrics] Clock Buffer Count: 0
[metrics] last weighted congestion value of the routability-driven placer: 0.8028
[metrics] Routed Wire Length: 3017 um
[metrics] length of the first detailed-routing pass in iterations: 3
[metrics] Tcrit/Tclk final: 95.43%
[metrics] unrepaired setup endpoints after global routing: false
[metrics] number of rows created at floorplan: 23
[metrics] highest-delay cell along the critical path: clkdlybuf4s50_1
[metrics] via/cell ratio: 3.842
[metrics] Design Area, Final: 1783 um^2
[metrics] vias: 1049
[metrics] most heavily used metal layer in global routing: met2
[metrics] number of input and output port buffers inserted: 66
[metrics] Synth Instances: between 100 and 150
[metrics] top fanout value on the critical path: 3
[metrics] Reg area: 0 um^2
[metrics] maximum number of pins on one net before global-route repair: 4
[metrics] CP max stage delay: roughly 0.45 ns
[metrics] run status: finished, final reports clean
[metrics] highest attainable clock frequency: 0.3175 GHz
[metrics] Cells on Worst Hold Path: 7
[metrics] overflow left after global routing: 0
[metrics] number of warning messages in the yosys log: ~200
[metrics] placed instance count: 272
[metrics] initial DRC count: 7
[metrics] vias in the first global route: 1098
[metrics] floorplan core density: about a quarter
[metrics] floorplan die height: roughly 84 um
[metrics] Worst Setup Path Type: in -> out
[metrics] largest delay contributor family on the critical path: buffers and inverters
[metrics] commonest cells in the synthesized netlist: inv_1 (33), buf_4 (32), ha_1 (32)
[metrics] buffer-and-inverter tally for the worst setup path: 4
[metrics] category of the worst setup path capture point: primary output
[metrics] top cells by area, synth: ha_1 (38%), buf_4 (23%), inv_1 (12%), a21oi_1 (5.7%), nand4_1 (3.6%)
[metrics] number of flip-flops and latches: 0
[metrics] Max-cap violations: 0
[metrics] number of failing setup endpoints in the final timing report: 0
[metrics] met1 Resource Use GR: 9.635%
[metrics] area of the multi-input gates: 855.8 um^2
[metrics] netlist area before placement: 1051 um^2
[metrics] routing usage on met2: 13.87%
[metrics] area enclosed by the die boundary: 7056 um^2
cell families after synthesis:
group                    count (synthesis)  share of synthesized area (%)
buffers and inverters                   65                          34.64
adder cells (fa/ha/maj)                 32                          38.09
AND/OR/NAND/NOR                         26                          13.22
AND-OR/OR-AND                           24                          13.69
other                                    1                         0.3568
report_power, final:
| part | internal (mW) | total (mW) | switching (mW) | leakage [nW] |
|---|---|---|---|---|
| Combinational | 0.122 | 0.186 | 0.0643 | 0.942 |
| Clock | 0 | 0 | 0 | 0 |
| Sequential | 0 | 0 | 0 | 0 |
path summary, 6_finish.rpt:
path              slack [ns]        end          from
setup / recovery        0.15  zero_flag  source_B[12]
hold / removal          1.98  result[0]  source_B[15]
final cells by class:
| type | count | area share, % |
|---|---|---|
| repair buffers | 77 | 41.54 |
| multi-input cells | 113 | 48.00 |
| inverters | 33 | 6.947 |
| well taps | 50 | 3.509 |
layer usage:
metal  vias up  share of wire (%)
li1        587                  -
met1       416                 46
met2        46                 47
met3         0                6.9
met4         0                  0
met5         -                  0
per-stage QoR:
step	utilization (%)	total power [mW]	setup TNS (ns)	worst slack, ns
floorplan	-	0.09577	0	0.7955
global placement	43.35	0.1819	-0.4477	-0.2243
detailed placement	43.35	0.1831	-0.4736	-0.2393
CTS	43.45	0.1840	0	0.03040
global route	44.90	0.2133	0	0.01738
finish	44.90	0.1860	0	0.1507
repair_timing:
action                                  CTS  global route
pin swaps                                 3             4
hold endpoints to repair                  0             0
endpoints found under the setup margin    2             2
buffers inserted                          0             1
gates resized                             3            14
cell usage in the layout, fill, tap and decap left out:
cell type        instances
clkdlybuf4s50_1         61
conb_1                  31
inv_1                   30
ha_1                    28
a21oi_1                 12
buf_4                   11
nand2_1                  8
nand4_1                  6
nand3_1                  4
o21ai_0                  4
ha_4                     4
inv_2                    3
nor2_1                   3
dlymetal6s2s_1           3
a221oi_1                 2
clkbuf_2                 2
nand2b_1                 1
nor2b_1                  1
o211ai_1                 1
nand4_2                  1
a2111o_1                 1
and4_1                   1
a31oi_1                  1
a221oi_2                 1
o31ai_1                  1
nor4_1                   1
o21ai_1                  1
Power and IR drop assume default switching activity.
