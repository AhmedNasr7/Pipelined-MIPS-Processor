==> flow/design.v <==
module mux(in_1,in_2,in_3,out);
input[31:0] in_1,in_2;
input in_3;
output [31:0]out;
assign out=(in_3)?in_2:in_1;
endmodule
module alu(in_1,in_2,out);
input [31:0]in_1;
input [3:0]in_2;
output [31:1]out;
assign out=in_1+in_2;
endmodule
module pc(in_1,out);
input [31:0]in_1;
output [31:0]out;
assign out=in_1;
endmodule
module memory(in_1,out);
input [31:0]in_1;
output [31:0]out;
assign out=in_1;
endmodule
module instruction_memory(in_1,in_2,in_3,clk,sel,out_inst,out_alu);
output reg [31:0]in_1;
input [31:0]in_2;
input sel,clk;
input [3:0]in_3;
output [31:0]out_inst,out_alu;
wire [31:0]out_1,out_2;
mux m1(in_1,in_2,sel,out_1);
pc p1(out_1,out_2);
always @(posedge clk)
begin
in_1<=out_2+in_3;
end
memory r1(out_2,out_inst);
assign out_alu=in_1;
endmodule
module tb_inst_mem();
wire [31:0]in_1;
reg [31:0]in_2;
reg sel,clk;
reg [3:0]in_3;
wire [31:0]out_inst,out_alu;
reg [31:0]out_1,out_2;
initial begin
clk=0;
in_2=32'b00110;
sel=1;
in_3=4'b0100;
#10
sel=0;
end
always begin #5 clk=~clk; end
instruction_memory ins1(in_1,in_2,in_3,clk,sel,out_inst,out_alu);
endmodule
==> flow/run.sh <==
#!/bin/bash
# OpenROAD 26Q1-2900-gdf79404cd8, Yosys 0.63+post, stock flow scripts
make -C /OpenROAD-flow-scripts/flow DESIGN_CONFIG=/design/flow/config.mk WORK_HOME=/design/flow/orfs finish
==> flow/config.mk <==
export PLATFORM = sky130hd
export DESIGN_NAME = instruction_memory
export DESIGN_NICKNAME = instruction_memory
export VERILOG_FILES = /design/flow/design.v
export SDC_FILE = /design/flow/constraint.sdc
export NUM_CORES = 4
export LEC_CHECK = 1
export CORE_UTILIZATION = 40
==> flow/constraint.sdc <==
current_design instruction_memory

set clk_period 10.1
set clk_io_pct 0.2

create_clock -name clk0 -period $clk_period [get_ports {clk}]

set non_clock_inputs [all_inputs -no_clocks]
set_input_delay [expr $clk_period * $clk_io_pct] -clock clk0 $non_clock_inputs
set_output_delay [expr $clk_period * $clk_io_pct] -clock clk0 [all_outputs]
==> run notes <==
The maximum frequency from static timing analysis came out at 172 MHz. The run gives 32 for the synthesis-stage register bit count. For the I/O pin count, the log shows 134. Gates resized during post-CTS repair numbered 0. The chip width is 76.2 µm. For this run the aggregate overflow at the end of global routing stands at 0.

The largest registers in the layout are in_1 (32). The worst VDD IR drop from the latest analysis is 96.8 µV. Global-route met3 utilization: 0.0560.

The run gives 1,914 as the via count of the first global-routing pass. Per the run summary, max-cap violations total 0. Async set-reset flop share out of synthesis: 0. The tool warning count for the run is 26. With the final period utilization at 0.575, the final tally of hold violations is 0. The initial standard-cell utilization of the core came out at 0.424. The site row count is 26. The tools report the kind of capture point of the worst setup path as a primary output. The height of the chip is 76.2 µm. A synthesized cell averages 8.89 µm². According to the CTS report, the clock sink count is 32. Post-layout utilization of the core: 0.657. The worst hold path belongs to the class reg2reg. The root buffer cell chosen for the clock tree is sky130_fd_sc_hd__clkbuf_8. The overall power of the completed layout was 0.493 mW; the transition time of the tightest slew-check pin was 801 ps. The startpoint type of the worst setup path was an input pin. The met2 routing resource usage after global routing was 0.315. The worst setup path category is in2out. Buffers placed on the I/O ports in this run total 133.

Number of synthesized flops with an enable pin: 0. The switching share of total power was 0.265. Per the detail_route report, vias per standard cell equal 4.87. Setup repair after global routing left no endpoint under its margin. The last weighted congestion value of the routability-driven placer came out at 0.756. The net switching power figure was 0.131 mW; the headroom to the max-slew limit was 0.460.

The run gives 0 ps for the final total negative setup slack. The iteration count recorded for the first detailed-route pass is 4. The first routing iteration left 71 violations. TritonCTS created 5 clock buffers. The fraction of final layout cells sized beyond drive strength 1 came out at 0.0800.

The most instantiated flip-flop cell in the synthesis netlist was sky130_fd_sc_hd__dfxtp_1. Across the routed clock network, the largest skew measured is 5.84 ps. The routing usage on met1 is 0.272, and the data required time of the worst path is 8080 ps. The post-CTS hold buffer count recorded in the log is 0. The core region is 5200 µm². The logs give 0.195 for the all-layer global routing usage and 5810 µm² for the floorplan die area.

The register with the most flip-flops in the layout has 32 of them. The routed layout reports a DRC error count of 0. With the final number of setup-violating endpoints at 0, the endpoint arrival time on the critical path is 3780 ps. TritonCTS built the clock tree.

The power density relative to cell area works out to 144 nW/µm². The peak-usage layer in the global routing report is met2. Antenna violation net count after detailed routing: 0. The tools report the internal power contribution as 0.363 mW. The post-CTS clock slew at the launch and capture registers of the worst setup and hold paths was 70 ps. With the relative contribution of sequential cells to total power at 0.354, the number of pins exceeding their max-slew limit in the final report is 0.

With the number of distinct library cell variants in the gate-level netlist after synthesis at 39, the number of levels in the clock H-tree is 2. Per the OpenROAD power report, leakage power amounts to 1.35 nW. After synthesis, the chip area reported by Yosys is 2200 µm². STA lists the maximum fanout along the critical path as 58. Number of antenna cells inserted: 0. The instance count of the mapped netlist is 248, and the overall routed net length is 5580 µm. The top register by number of flip-flops was in_1.

The number of warnings printed during yosys synthesis was 1. For the finished layout, the period the worst path requires is 5800 ps. Combinational share of power: 0.436. Detailed routing inserted a total of 2,045 vias. Entering global routing, the biggest net connects 59 pins.

The relative contribution of the clock network to total power is 0.210, and the maximum buffer depth of the clock tree is 2. The insertion delay at the late pin of the worst-skew pair is 280 ps. The area overhead of the layout relative to synthesis was 55.1%; the routed length per instance was 13.3 µm.

Initial antenna violation count: 0. In this run the post-CTS setup repair buffer count came out at 0. Yosys stat counts 248 cells in the synthesized netlist.

The flow ran to the end, and the final reports show no timing, DRC or antenna violations. The first global-routing pass estimated 9090 µm of wire. The tools report the sequential area share after synthesis as 0.291. The most critical hold endpoint after final layout shows a slack of 629 ps. The mapped netlist covers 2200 µm². The wire-length estimate of the detail-placed layout is 4190 µm.
## worst paths after layout
path	start	to	slack, ps	cells after the start
max	sel	out_inst[13]	4300	5
min	in_1[31]	in_1[31]	630	2
max reg2reg	in_1[0]	in_1[24]	7400	8
min reg2reg	in_1[31]	in_1[31]	630	2
## Yosys cell counts, types with 2 or more instances
master | instances | area (µm²)
sky130_fd_sc_hd__mux2i_1 | 13 | 130
sky130_fd_sc_hd__and2b_1 | 2 | 15.0
sky130_fd_sc_hd__o21ai_0 | 3 | 15.0
sky130_fd_sc_hd__mux2_2 | 15 | 169
sky130_fd_sc_hd__nor4b_2 | 3 | 45.0
sky130_fd_sc_hd__buf_4 | 34 | 255
sky130_fd_sc_hd__nor3_1 | 7 | 35.0
sky130_fd_sc_hd__a211oi_1 | 3 | 22.5
sky130_fd_sc_hd__nor2_1 | 11 | 41.3
sky130_fd_sc_hd__nand2b_1 | 2 | 12.5
sky130_fd_sc_hd__ha_1 | 4 | 50.1
sky130_fd_sc_hd__o22ai_1 | 2 | 12.5
sky130_fd_sc_hd__xor2_1 | 11 | 96.3
sky130_fd_sc_hd__xnor2_1 | 17 | 149
sky130_fd_sc_hd__nand2_1 | 22 | 82.6
sky130_fd_sc_hd__a31oi_1 | 3 | 18.8
sky130_fd_sc_hd__nand3b_1 | 2 | 15.0
sky130_fd_sc_hd__buf_6 | 2 | 22.5
sky130_fd_sc_hd__buf_2 | 3 | 15.0
sky130_fd_sc_hd__a21oi_1 | 7 | 35.0
sky130_fd_sc_hd__dfxtp_1 | 32 | 641
sky130_fd_sc_hd__inv_1 | 15 | 56.3
sky130_fd_sc_hd__a21o_1 | 3 | 22.5
sky130_fd_sc_hd__nand3_1 | 10 | 50.1
sky130_fd_sc_hd__nand4b_1 | 3 | 26.3
sky130_fd_sc_hd__nand4_1 | 5 | 31.3
sky130_fd_sc_hd__nor4_1 | 2 | 12.5
## cell families after synthesis
family                     Yosys count  synth area share
and+or+nand+nor                     73             0.188
buffers and inverters               55             0.160
DFF                                 32             0.291
xor gates and xnor gates            28             0.111
muxes                               28             0.136
AOI/OAI and AO/OA                   27            0.0823
adders and majority gates            5            0.0318
## critical path: stages
cell                              delay (ps)
sky130_fd_sc_hd__buf_2                    70
sky130_fd_sc_hd__buf_4                   530
sky130_fd_sc_hd__mux2i_1                 550
sky130_fd_sc_hd__inv_1                   140
sky130_fd_sc_hd__clkdlybuf4s50_1         460
## area by class of cell
cell class | instances | area [µm²]
clock buffers | 8 | 90.1
fillers | 461 | 1790
inverters | 15 | 56.3
multi-input cells | 161 | 1210
flip-flops and latches | 32 | 641
well taps | 70 | 87.6
repair buffers | 134 | 1330
## power groups by stage
stage / Combinational (mW) / Sequential, mW / Clock [mW]
5_1_grt: 0.235 / 0.179 / 0.113
6_report: 0.215 / 0.175 / 0.104
4_1_cts: 0.217 / 0.175 / 0.107
## layer usage
layer  up-vias  part of all wire
met5         -                 0
met2        98              0.45
met1       914              0.45
met4         0             0.012
met3         6             0.094
li1       1027                 -
## stage by stage
| stage | instances | setup slack, ps | area, µm² |
|---|---|---|---|
| floorplan | 248 | 4870 | 2200 |
| global placement | 412 | 4320 | 3330 |
| detailed placement | 412 | 4300 | 3330 |
| CTS | 420 | 4290 | 3420 |
| global route | 420 | 4090 | 3420 |
| finish | 420 | 4300 | 3420 |
## placed cells by master (no fill, tap or decap), drive strengths merged, types with 2 or more instances in the layout
master and instances:
nand2b 2, o21ai 3, buf 2, nor2 11, inv 15, ha 4
nor4 2, a211oi 4, nand3b 2, mux2i 13, nor4b 3, xnor2 17
a31oi 3, nand4b 3, and2b 2, a21o 3, clkbuf 8, dfxtp 32
a21oi 7, nand3 10, nand4 6, clkdlybuf4s50 132, nand2 22, nor3 7
o22ai 2, mux2 15, xor2 11
Power is estimated from default activity; no workload was simulated.
